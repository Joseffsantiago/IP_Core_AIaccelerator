<file path="design/flow/config.mk">
export PLATFORM = sky130hd
export DESIGN_NAME = mux
export DESIGN_NICKNAME = mux
export VERILOG_FILES = /design/flow/design.v
export SDC_FILE = /design/flow/constraint.sdc
export NUM_CORES = 4
export LEC_CHECK = 1
export CORE_UTILIZATION = 30
</file>
<file path="design/flow/constraint.sdc">
current_design mux

set clk_period 1.0
set clk_io_pct 0.2

create_clock -name clk0 -period $clk_period [get_ports {clk}]

set non_clock_inputs [all_inputs -no_clocks]
set_input_delay [expr $clk_period * $clk_io_pct] -clock clk0 $non_clock_inputs
set_output_delay [expr $clk_period * $clk_io_pct] -clock clk0 [all_outputs]
</file>
<file path="design/flow/run.sh">
#!/bin/bash
# OpenROAD 26Q1-2900-gdf79404cd8, Yosys 0.63+post, stock flow scripts
make -C /OpenROAD-flow-scripts/flow DESIGN_CONFIG=/design/flow/config.mk WORK_HOME=/design/flow/orfs finish
</file>
<file path="design/flow/design.v">
module mux(din, clk, sel, dout0, dout1, dout2, dout3, dout4, dout5, dout6, dout7);
input[31:0] din;
input[2:0] sel;
input clk;
output reg [31:0] dout0, dout1, dout2, dout3, dout4, dout5, dout6, dout7;
 always@(posedge clk)begin 
    case(sel)  
        3'b000: dout0<=din;
        3'b001: dout1<=din;
        3'b010: dout2<=din;
        3'b011: dout3<=din;
        3'b100: dout4<=din;
        3'b101: dout5<=din;
        3'b110: dout6<=din;
        3'b111: dout7<=din;
        default: begin  dout7<=32'b0; dout6<=32'b0; dout5<=32'b0; dout4<=32'b0; 
                        dout3<=32'b0; dout2<=32'b0; dout1<=32'b0; dout0<=32'b0; end
    endcase
end
endmodule
</file>
==> impl_metrics.toml <==
# physical design summary
[power]
combPwrFrac_pct = 4.4
p_clk_share_pct = 42.0
p_seq_share_pct = 53.6
static-leakage-power_nw = 4.15
p_sw_w = 0.00447
sw_frac_of_total_pct = 19.1
power_density_nw_per_um2 = 2110
irDropWorstVdd_v = 0.000929
internal-power_w = 0.0189

[synthesis]
synth_area_um2 = 7750
area_leaders = "edfxtp_1 (99%), and3b_2 (0.39%), nor3b_1 (0.29%), and3_2 (0.097%), nor3_1 (0.065%)"
yosys_cells = 264
synthCells = 264
yosysChipArea_um2 = 7750
postSynthSeqShare_pct = 99.2
ys_types = 5
synth_area_per_cell_um2 = 29.4
top_area_cell = "edfxtp_1"
top_area_share_pct = 99.2
yosys_warnings = 1
numSynthFlops = 256

[floorplanning]
core_area_um2 = 25300
io_pins = 292
fp_util_pct = 30.7
dieHeight_um = 163
die_area_um2 = 26500
die_width_um = 163
rows = 58

[worst_setup_path]
path_max_fanout = 1
crit_required_ps = 800
max_stage_delay_ps = 420
critical_path_class = "flop to output pin"
arrival_ps = 1080
critPathTopFamily = "flip-flops"
cp_num_cells = 1
end_kind = "output pin"
critPathLaunchType = "flop"
cp_cell_sequence = "buf_2"
worst-path-buf-inv = 1
slowest_stage = "edfxtp_1"

[placed_design]
routabilityCongestion = 0.832
dp_cells = 908
dp_slack_ps = -733
portBuffers = 291
dp_hpwl_um = 13500

[detailed_routing]
drt_iter0_drc = 189
num_antenna_cells = 0
antenna_left = 0
first_pass_iters = 4
via_count = 4109
wirelength_um = 20100
drc = 0
vias_per_cell = 4.28
wl_per_cell_um = 20.9

[timing]
setup_slack_ps = -283
whs_ps = 422
maxSlewViolCount = 0
timing.fmax_mhz = 779
setup_viol = 256
fin_crit_sh_pct = 128
hold_violations = 0
fin_crit_ps = 1280
worst_slew_pin_slew_ps = 368
relSlewSlack_pct = 75.4
grt_setup_unrepaired = "true"
setup_tns_ps = -52380

[flow_run]
drv_cap = 0
warnings = 28

[grt]
grt_pass1_wl_um = 28500
grt_max_degree = 22
grt_usage_pct = 16.0
first_global_vias = 4536
grt_overflow = 0
antenna_found_initial = 0

[final_layout]
fin_util_pct = 43.9
areaGrowthSynthToFinish_pct = 43.2
fillerInstances = 2215
comb_area_um2 = 121
regArea_um2 = 7690
final_cell_count_no_fill = 960
drive_gt1_share_pct = 52.4

[clocking]
cts_made_buffers = 27
clockRootBuffer = "clkbuf_16"
clk_path_buf_depth = 3
path_clk_slew_ps = 60
tritoncts = "yes"
cts_sinks = 256
cts.htree.levels = 1

[status]
violations = "negative setup slack"
status = "complete, but fails checks"

[hold_path]
hold_path_depth = 1
min_path_type = "input pin to flop"
-- path summary, 6_finish.rpt --
path / from / end / slack (ps)
max: dout2[12] / dout2[12] / -280
min: din[7] / dout6[7] / 420
-- stage by stage --
stage,cell area [um2],power [W]
after floorplan,7810,0.0127
after global placement,11400,0.0143
after detailed placement,11400,0.0143
after CTS,11100,0.0236
after global routing,11100,0.0241
final,11100,0.0234
-- synthesized netlist by cell type --
master,n
nor3_1,1
and3b_2,3
edfxtp_1,256
nor3b_1,3
and3_2,1
-- cell type report --
class                      count  area share, %
clock buffer                  32           6.26
clock inverter                15           1.69
multi-input combinational      8           1.09
sequential                   256           69.3
tap                          330           3.72
timing repair buffer         319           18.0
-- registers in the layout (all words and copies together), names as in the netlist --
name,cells
dout0,32
dout7,32
dout3,32
dout2,32
dout1,32
dout6,32
dout4,32
dout5,32
-- logic make-up after synthesis --
logic type | count (synthesis) | share of synthesized area (%)
AND/OR/NAND/NOR | 8 | 0.839
flip-flops | 256 | 99.2
-- repair_timing --
item                       4_1_cts  5_1_grt
pin swaps                        2        1
hold buffers                     0        0
gates cloned                     2        0
hold endpoints to repair         0        0
resized                        821        2
setup endpoints to repair      512      268
setup buffers                    3        1
-- power groups by stage --
stage / logic, W / registers (W) / clock network, W
CTS: 0.00105 / 0.0126 / 0.0100
global route: 0.00112 / 0.0126 / 0.0104
finish: 0.00102 / 0.0125 / 0.00981
-- routing by layer --
metal,share of wire [%],GRT usage (%),wire length (um),up-vias
li1,-,-,-,1784
met1,37,21.3,7350,1960
met2,46,23.8,9310,334
met3,15,9.82,3030,31
met4,1.8,2.63,361,0
met5,0,0.758,0,-
-- placed cells by master (no fill, tap or decap) --
master	n
nor3_4	1
clkdlybuf4s50_1	32
and3_4	1
buf_2	256
clkinv_4	1
dlygate4sd2_1	3
clkbuf_1	5
bufinv_16	4
edfxtp_1	256
buf_6	5
inv_6	3
buf_4	12
nor3b_4	3
and3b_4	3
clkinv_2	2
buf_12	11
clkinv_1	4
clkinvlp_4	1
clkbuf_16	27
Power and IR drop assume default switching activity.
