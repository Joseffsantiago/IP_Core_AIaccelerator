==> design/flow/design.v <==
module adder( A, B, C );
input [31:0] A, B;
output [31:0] C;
assign C=A+B;
endmodule
==> design/flow/run.sh <==
#!/bin/bash
# OpenROAD 26Q1-2900-gdf79404cd8, Yosys 0.63+post, stock flow scripts
make -C /OpenROAD-flow-scripts/flow DESIGN_CONFIG=/design/flow/config.mk WORK_HOME=/design/flow/orfs finish
==> design/flow/config.mk <==
export PLATFORM = sky130hd
export DESIGN_NAME = adder
export DESIGN_NICKNAME = adder
export VERILOG_FILES = /design/flow/design.v
export SDC_FILE = /design/flow/constraint.sdc
export NUM_CORES = 4
export LEC_CHECK = 1
export CORE_AREA = 10 10 94 94
export DIE_AREA = 0 0 104 104
==> design/flow/constraint.sdc <==
current_design adder

set clk_period 18.1
set clk_io_pct 0.2

create_clock -name clk0 -period $clk_period

set non_clock_inputs [all_inputs -no_clocks]
set_input_delay [expr $clk_period * $clk_io_pct] -clock clk0 $non_clock_inputs
set_output_delay [expr $clk_period * $clk_io_pct] -clock clk0 [all_outputs]
==> flow_summary.toml <==
# yosys + openroad results
[run_status]
status = "completed"

[setup_path]
cp_data_arrival_time_ns = 6.58
worst_path_max_delay_cell = "clkdlybuf4s50_1"
crit_required_ns = 14.48
crit_family = "AND-OR/OR-AND gates"
path_common_cell = "clkdlybuf4s50_1"
crit_start = "A[0]"
crit_type = "primary input to output port"
critPathCaptureType = "output port"
cp_slowest_stage_delay_ns = 0.50
cp_cell_sequence = "clkdlybuf4s50_1, ha_1, fa_1, a21o_1, a31o_2, nand3_1, o221ai_1, a311oi_1, o21bai_1, xor2_1, clkdlybuf4s50_1"
cp.buffers_inverters = 2
critPathMaxFanout = 4
startpoint_type = "primary input"

[cells_and_area]
stdcell_count = 422
drive_gt1_share_pct = 3.07
clock_buffer_count = 0
area_growth_pct = 59.5
regArea_um2 = 0
stdcell_area_um2 = 2780
flops = 0

[power]
leakage_uw = 0.00118
switchingPower_uw = 42.4
p_int_uw = 64.3
power_frac_comb_pct = 100.0
switching_share_pct = 39.8
power_uw = 107
irDropWorstVdd_mv = 0.0161
p_clk_share_pct = 0
seqPwrFrac_pct = 0
cellPowerDensity_nw_per_um2 = 38.4

[yosys]
ys_sh_xor_pct = 14.1
syn_inst = 241
netlist_area_um2 = 1740
mux_area_share_pct = 1.15
seq_area_frac_synth_pct = 0
top_logic_kind = "AND-OR/OR-AND gates"
ys_area_um2 = 1740
compound_area_share_pct = 39.3
top_area_share_pct = 22.2
topCellsByArea = "ha_1 22%, a21oi_1 8.3%, a21o_1 8.2%"
avgSynthCellArea_um2 = 7.24
ys_sh_simple_pct = 18.3
ys_warn_count = 0
ys_cells = 241
synth_top_cell_by_area = "ha_1"
adder_share_pct = 23.4
yosys.cell_types.count = 50

[global_route]
grt_pass1_vias = 2061
grt_use_met3_pct = 2.26
globalRouteMet2Util_pct = 16.9
antenna_found_initial = 0
grt.overflow.total = 0
grt_util_met1_pct = 14.5
grt_pass1_wl_um = 9850
grt_max_degree = 11
grt_busiest_layer = "met2"
grt_usage_pct = 10.4

[hold_path]
hp-start = "B[0]"
min_path_cells = 3
hold_class = "primary input to output port"
worstHoldEndpoint = "C[0]"

[routing]
wl_um = 5850
vias_per_cell = 4.89
route.detailed.drc = 0
drt-initial-drc-count = 91
antenna-diode-count = 0
routed-via-count = 2065
firstDrtPassIters = 4
postRouteAntennaNets = 0
wl_per_cell_um = 13.9

[die]
die_x_um = 104
core_um2 = 6830
dieArea_um2 = 10800
std_cell_rows = 30
fp_util_pct = 25.5
io_pins = 96
die_h_um = 104

[final_timing]
finalSetupViolations = 0
rsz0062_at_grt = "false"
fmax_mhz = 98.0
worst_slew_pin_slew_ns = 0.521
relSlewSlack_pct = 64.4
finalClockPeriodUsage_pct = 56.4
setup_tns_ns = 0
holdWs_ns = 8.28
final_max_slew_viol_count = 0
finalCriticalPeriod_ns = 10.20
hold_viol = 0

[placement]
gp_congestion = 0.819
dp.cells = 422
placed_cell_area_um2 = 2780
hpwl_um = 5160
portBuffers = 96

[run]
warnings = 32
drv_cap = 0

[clock_network]
ctsResizeCount = 0
post_cts_buffers = 0
holdBufCountCts = 0
==> tightest hold or removal path, delay by kind of cell <==
kind,cells,cell delay (ns)
buffers and inverters,2,0.93
adder cells (fa/ha/maj),1,0.11
==> logic make-up (layout without fill, tap and decap cells) <==
kind of cell | after synthesis | count (layout)
compound gates | 97 | 97
xor+xnor | 28 | 28
fa+ha+maj | 32 | 32
buf+inv | 17 | 102
mux | 2 | 2
simple gates | 65 | 65
==> layout make-up <==
cell class         instances  area (um2)
fillers                  706        4050
inverters                  6        22.5
multi-input cells        224        1680
well taps                 96         120
repair buffers            96         961
==> metal layers <==
layer	share of wire (%)	vias to the layer above
met4	0	0
met2	44	64
met3	6.3	0
met1	49	913
li1	-	1088
met5	0	-
==> placed cells by master, fill, tap and decap left out, drive strengths merged, types with 4 or more instances in the layout <==
| cell type | Yosys | final |
|---|---|---|
| nand3 | 10 | 10 |
| nand4 | 8 | 8 |
| inv | 6 | 6 |
| clkdlybuf4s50 | 0 | 96 |
| ha | 31 | 31 |
| a21o | 19 | 19 |
| xor2 | 15 | 15 |
| o21bai | 5 | 5 |
| a21oi | 29 | 29 |
| nor2 | 12 | 12 |
| nor3 | 4 | 4 |
| o21ai | 15 | 15 |
| nand2 | 18 | 18 |
| xnor2 | 13 | 13 |
==> power groups by stage <==
stage,Clock [uW],Sequential (uW),Combinational [uW]
6_report,0,0,107
5_1_grt,0,0,119
4_1_cts,0,0,108
==> cells in the mapped netlist, types with 2 or more instances <==
cell      count
buf_2         2
nand2b_1      2
a311oi_1      2
nor2_1       12
o21a_1        2
a21oi_1      29
o311ai_1      2
nand2_1      18
o221ai_1      2
o211ai_1      3
a31oi_1       3
nand4_1       8
ha_1         31
or2_2         3
a21o_1       19
nand3_1      10
clkbuf_1      8
o21ai_0      13
xnor2_1      13
mux2i_1       2
a211oi_1      3
xor2_1       15
inv_1         6
nor3_1        4
o21bai_1      4
==> worst max path at each step <==
stage,depth (start not counted),end
CTS,11,C[26]
global route,11,C[26]
finish,11,C[26]
==> metrics by stage <==
stage | setup WS [ns] | utilization, %
final | 7.90 | 40.7
after global routing | 7.69 | 40.7
after CTS | 7.88 | 40.7
after detailed placement | 7.88 | 40.7
after global placement | 7.94 | 40.7
after floorplan | 9.03 | -
Power figures rest on the tool's default switching activity, not on a simulated workload.
